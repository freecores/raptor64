## flow/design.v

```verilog
`timescale 1ns / 1ps
module Raptor64_bitfield(xIR, a, b, o, masko);
parameter DWIDTH=64;
input [31:0] xIR;
input [DWIDTH-1:0] a;
input [DWIDTH-1:0] b;
output [DWIDTH-1:0] o;
reg [DWIDTH-1:0] o;
output [DWIDTH-1:0] masko;
reg [DWIDTH-1:0] o1;
reg [DWIDTH-1:0] o2;
wire [6:0] xOpcode = xIR[31:25];
wire [2:0] xFunc3 = xIR[2:0];
reg [DWIDTH-1:0] mask;
assign masko = mask;
wire [5:0] mb = xIR[8:3];
wire [5:0] me = xIR[14:9];
wire [5:0] ml = me-mb;		 
integer nn,n;
always @(mb or me or nn)
	for (nn = 0; nn < DWIDTH; nn = nn + 1)
		mask[nn] <= (nn >= mb) ^ (nn <= me) ^ (me >= mb);
always @(xOpcode,xFunc3,mask,b,a,mb)
case (xOpcode)
7'd21:
	case(xFunc3)
	3'd0: 	begin
					o2 = a << mb;
					for (n = 0; n < DWIDTH; n = n + 1) o[n] = mask[n] ? o2[n] : b[n];
				end
	3'd1: 	begin for (n = 0; n < DWIDTH; n = n + 1) o[n] = mask[n] ? 1'b1 : a[n]; end
	3'd2: 	begin for (n = 0; n < DWIDTH; n = n + 1) o[n] = mask[n] ? 1'b0 : a[n]; end
	3'd3: 	begin for (n = 0; n < DWIDTH; n = n + 1) o[n] = mask[n] ? ~a[n] : a[n]; end
	3'd4:	begin
					for (n = 0; n < DWIDTH; n = n + 1)
						o1[n] = mask[n] ? a[n] : 1'b0;
					o = o1 >> mb;
				end
	default:	o = {DWIDTH{1'b0}};
	endcase
default:	o = {DWIDTH{1'b0}};
endcase
endmodule
```

## flow/run.sh

```bash
#!/bin/bash
# OpenROAD 26Q1-2900-gdf79404cd8, Yosys 0.63+post, stock flow scripts
make -C /OpenROAD-flow-scripts/flow DESIGN_CONFIG=/design/flow/config.mk WORK_HOME=/design/flow/orfs finish
```

## flow/config.mk

```make
export PLATFORM = sky130hd
export DESIGN_NAME = Raptor64_bitfield
export DESIGN_NICKNAME = Raptor64_bitfield
export VERILOG_FILES = /design/flow/design.v
export SDC_FILE = /design/flow/constraint.sdc
export NUM_CORES = 4
export LEC_CHECK = 1
export CORE_UTILIZATION = 50
```

## flow/constraint.sdc

```tcl
current_design Raptor64_bitfield

set clk_period 10.5
set clk_io_pct 0.2

create_clock -name clk0 -period $clk_period

set non_clock_inputs [all_inputs -no_clocks]
set_input_delay [expr $clk_period * $clk_io_pct] -clock clk0 $non_clock_inputs
set_output_delay [expr $clk_period * $clk_io_pct] -clock clk0 [all_outputs]
```

==> results.txt <==
measured slew at the worst slew-check pin: 1.413 ns
Final Hold Viols: 0
Syn Area/Cell: 7.463 µm²
drt wl/cell: 35.59 µm
dpl hpwl: 77320 µm
run status: finished with violations
switch share: 0.6112
hold slack: 5.163 ns
final setup vio count: 1
Residual DRC: 0
max_slew headroom: 0.05251
Die Height: 184.2 µm
first-pass GRT wire length: 143200 µm
worst min path class: in2out
Data required, critical path: 8.40 ns
Crit path max-delay family: AND-OR/OR-AND gates
placement-stage cell area: 0.01985 mm²
largest net degree at the start of global routing: 108
seq_cells: 0
setup slack after layout: -0.07000 ns
Layout area overhead: 19.74%
Synth Seq Share: 0
# Cells Yosys: 2224
Top-area cell share: 0.1493
worst path arrival time: 8.47 ns
PostCTS Resize Cnt: 0
sequential cell area: 0 µm²
worst vdd ir: 0.08155 mV
Mapped Cells: 2224
antenna viol nets, final: 0
P_leak: 8.344 nW
vias in the first global route: 19661
top post-synthesis cells by area: ha_1, mux4_2, mux2_2
synth unique cells: 76
slowest stage delay, CP: 0.88 ns
post-place setup slack: 0.7287 ns
final wirelength: 102400 µm
P_int: 0.0006467 W
design area: 0.01987 mm²
synthesized cell area: 0.01660 mm²
Top cell excl fill/tap: clkdlybuf4s50_1
Core Util, Final: 0.6092
post-placement cell count: 2869
buffer and inverter count on the worst path: 4
# IOs: 288
Core Area: 0.03262 mm²
Initial Utilization: 0.5088
initial drt markers: 3103
Vias: 21198
Crit. End Element: primary output
sw power: 0.001017 W
MI comb area: 0.01511 mm²
clk_buf instances: 0
drt pass-1 iters: 9
RSZ-0062 raised after global routing: false
post-route insts no fill: 2877
Post-CTS Hold Fix Bufs: 0
Worst setup SP type: primary input
Yosys Chip Area: 0.01660 mm²
global placement routability congestion: 1.238
Critical Path Fanout Max: 18
Fmax: 94.61 MHz
vias per cell: 7.368
critical path type: in2out
Yosys top cell by area: ha_1
overall routing resource usage: 0.6141
site row count: 66
Port Buf Inserts: 278
final worst path period share: 1.007
failing checks: setup timing
max cap viols: 0
yosys warns: 1
die footprint: 0.03393 mm²
Power Dens Cells: 83.70 mW/mm²
Top cells excl fill/tap: clkdlybuf4s50_1, nor2_1, nand2_1, ha_1
OpenROAD warning count: 175
Tmin final: 10.57 ns
fill count: 2788
share of cells above drive strength 1: 0.1574
initial antenna violation count: 8
Slew Limit Fails: 0
slowest CP cell: a22oi_1
total gr overflow: 0
Setup Buffers After CTS: 0
CP Cell Sequence: clkdlybuf4s50_1 > ha_1 > a21o_1 > a31oi_1 > o21ai_4 > buf_12 > xnor2_1 > inv_1 > ha_1 > mux2i_1 > mux4_2 > and2_1 > nor2_1 > a22oi_1 > a221o_1 > o221ai_1 > clkdlybuf4s50_1
Horiz. Die Dim: 184.2 µm
==> metrics by stage <==
step | setup TNS (ns) | power, W
after global routing | 0 | 0.001702
after detailed placement | 0 | 0.001533
final | -0.07000 | 0.001663
after floorplan | 0 | 0.0008351
after CTS | 0 | 0.001542
after global placement | 0 | 0.001517
==> cell type report <==
| type | count | area share |
|---|---|---|
| timing repair buffer | 391 | 0.1839 |
| multi-input combinational | 1895 | 0.7604 |
| antenna | 8 | 0.001007 |
| tap | 442 | 0.02783 |
| inverter | 141 | 0.02682 |
==> path summary, 6_finish.rpt <==
kind	startpoint	end	slack [ns]	cells after the start
max	xIR[11]	o[10]	-0.07	17
min	xIR[2]	o[29]	5.16	4
==> kinds of logic (layout without fill, tap and decap cells) <==
family,Yosys count,in the layout,synth area share
AOI/OAI and AO/OA,602,602,0.2402
xor gates and xnor gates,126,126,0.06649
adders and majority gates,198,198,0.1493
buffers and inverters,329,532,0.09099
muxes,381,381,0.3015
other,0,8,0
and+or+nand+nor,588,588,0.1516
==> worst min-delay path, cell delays in order <==
cell and delay [ns]:
buf_2 0.21, nor2_1 0.14, o31a_1 0.14, clkdlybuf4s50_1 0.47
==> synth_stat cells, types with 32 or more instances <==
| cell type | instances |
|---|---|
| mux4_2 | 79 |
| buf_2 | 52 |
| a21oi_1 | 151 |
| nand2_1 | 208 |
| mux2i_1 | 152 |
| xnor2_1 | 95 |
| o21ai_0 | 111 |
| nand3_1 | 33 |
| clkbuf_1 | 86 |
| ha_1 | 198 |
| inv_1 | 140 |
| o22ai_1 | 84 |
| mux2_2 | 148 |
| nor2_1 | 227 |
| nor3_1 | 32 |
==> per-layer routing <==
layer,GRT usage,routed length [µm]
met2,0.8168,38680
met1,0.6986,33880
met4,0.5163,11800
met5,0.03111,124
met3,0.3551,17910
Power is estimated from default activity; no workload was simulated.
