File: design.v
`timescale 1ns / 1ps
module Raptor64_dcache_tagram(wclk, we, adr, d, rclk, ea, tago);
input wclk;
input we;
input [8:0] adr;
input [49:0] d;
input rclk;
input [8:0] ea;
output [49:0] tago;
reg [49:0] ram [0:511];
reg [8:0] radr;
always @(posedge wclk)
	if (we) ram[adr] <= d;
always @(posedge rclk)
	radr <= ea;
assign tago = ram[radr];
endmodule
File: run.sh
#!/bin/bash
# OpenROAD 26Q1-2900-gdf79404cd8, Yosys 0.63+post, stock flow scripts
make -C /OpenROAD-flow-scripts/flow DESIGN_CONFIG=/design/flow/config.mk WORK_HOME=/design/flow/orfs finish
File: config.mk
export PLATFORM = sky130hd
export DESIGN_NAME = Raptor64_dcache_tagram
export DESIGN_NICKNAME = Raptor64_dcache_tagram
export VERILOG_FILES = /design/flow/design.v
export SDC_FILE = /design/flow/constraint.sdc
export NUM_CORES = 4
export LEC_CHECK = 1
export CORE_UTILIZATION = 30
export SYNTH_MEMORY_MAX_BITS = 65536
File: constraint.sdc
current_design Raptor64_dcache_tagram

set clk_period 571.2
set clk_io_pct 0.2

create_clock -name clk0 -period $clk_period [get_ports {rclk}]
create_clock -name clk1 -period $clk_period [get_ports {wclk}]

set non_clock_inputs [all_inputs -no_clocks]
set_input_delay [expr $clk_period * $clk_io_pct] -clock clk0 $non_clock_inputs
set_output_delay [expr $clk_period * $clk_io_pct] -clock clk0 [all_outputs]
==> results.py <==
# Metrics from the implementation run
metrics = {
    "clocking": {
        "clk_pin_slew_ns": 0.09,
        "cts_hold_buf": 0,
        "cts_sinks": 25600,
        "cts.repair.resized": 0,
        "post_cts_buffers": 0,
        "cts_tree": "built",
    },
    "worst_setup_path": {
        "cpMaxStageDelayCell": "o21ai_0",
        "cp.required_ns": 456.96,
        "cp_cell_sequence": "buf_4 -> buf_12 -> buf_4 -> buf_12 -> buf_4 -> buf_4 -> buf_4 -> buf_4 -> buf_12 -> buf_12 -> buf_4 -> mux2i_1 -> o221ai_1 -> o22ai_1 -> o21ai_0 -> buf_4 -> nand4_1 -> buf_4 -> nand4_1 -> and4_1 -> clkdlybuf4s50_1",
        "critPathTopFamily": "buffers and inverters",
        "crit_arrival_ns": 12.55,
        "end_kind": "primary output",
        "start_kind": "flip-flop",
        "crit_top_cell": "buf_4",
        "crit_fanout": 78,
        "slowest_delay_ns": 0.99,
        "crit_buf_inv": 14,
        "critPathKind": "reg -> out",
    },
    "synth": {
        "synthFlopType": "edfxtp_1",
        "ys_sh_mux_pct": 14.6,
        "top_area_cell": "edfxtp_1",
        "xor_area_share_pct": 0,
        "yosys.area_share.aoi_pct": 4.20,
        "yosysChipArea_sq_um": 993000,
        "top_cells_by_count": "edfxtp_1 (25600), mux2i_1 (4516), mux4_2 (3805), o221ai_1 (1581), o22ai_1 (1347)",
        "ys_sh_adder_pct": 0,
        "ys_types": 105,
        "syn_area_sq_um": 993000,
        "synthArstFlopShare_pct": 0,
        "simple_gate_area_share_pct": 1.45,
        "postSynthSeqShare_pct": 77.4,
        "top_cell_area_share_pct": 77.4,
        "ys_cells": 46500,
        "syn_inst": 46500,
        "area_leaders": "edfxtp_1 (77%), mux4_2 (8.6%), mux2i_1 (4.6%), o221ai_1 (1.4%), mux4_1 (1.3%)",
        "most_common_cell": "edfxtp_1",
        "avgSynthCellArea_sq_um": 21.3,
        "enable_flop_cells": 25600,
        "yosysWarnings": 1,
        "synth_flops": 25600,
        "synthTopLogicFamily": "multiplexers",
    },
    "route": {
        "first_pass_iters": 27,
        "ant_nets": 0,
        "vias": 509000,
        "drtIter0Drc": 38800,
        "avgViaCountPerCell": 5.25,
        "finalWirelength_um": 3390000,
        "wl_per_cell_um": 35.0,
        "drc": 0,
    },
    "final_timing": {
        "setup_viol": 0,
        "fin_ws_ns": 444.41,
        "final-hold-violation-count": 0,
        "slew_headroom_pct": -15.3,
        "rsz0062_at_grt": "false",
        "tns_ns": 0,
        "tightest_slew_ns": 1.72,
        "slew_viol_final": 47,
    },
    "status": {
        "outcome": "finished, violations left",
        "violations": "capacitance limit, slew limit",
    },
    "final_layout": {
        "fillers": 302000,
        "area_delta_synth_final_pct": 14.7,
        "drive_gt1_share_pct": 22.4,
        "seqCellArea_sq_um": 769000,
        "comb_area_sq_um": 207000,
    },
    "flow_run": {
        "max_cap_viol_count": 5,
        "warnings": 43,
    },
    "die": {
        "dieWidth_um": 1820,
        "ios": 121,
        "std_cell_rows": 668,
        "initial_utilization_pct": 30.0,
        "dieHeight_um": 1820,
        "design.core.area_sq_um": 3300000,
        "dieArea_sq_um": 3320000,
    },
    "global_routing": {
        "grt_max_degree": 105,
        "grt_overflow": 0,
        "grt_first_pass_wirelength_um": 4560000,
        "grtUsageTotal_pct": 21.6,
        "antenna_found_initial": 417,
        "grt_pass1_vias": 539000,
    },
    "power": {
        "powerDensity_nw_per_um2": 3.40,
        "peakVddDrop_uv": 3.87,
        "p_total_w": 0.00387,
        "leakage_nw": 357,
    },
    "min_path": {
        "hold_path_class": "in -> reg",
    },
    "placement": {
        "place_hpwl_um": 2130000,
        "port_buffers": 119,
        "pre_cts_slack_ns": 444.70,
        "routabilityCongestion": 0.935,
    },
}
-- power by group --
group	switching (W)	internal (W)	total (W)
Sequential	0.000000831	0.00207	0.00207
Clock	0.000703	0.000876	0.00158
Combinational	0.000158	0.0000627	0.000221
Total	0.000862	0.00301	0.00387
-- final timing paths --
kind	from	end	depth (start not counted)
worst max-delay path	radr[0]$_DFF_P_	tago[40]	21
worst min-delay path	d[48]	ram[430][48]$_DFFE_PP_	1
max in group clk1	adr[1]	ram[196][20]$_DFFE_PP_	8
min in group clk0	ea[7]	radr[7]$_DFF_P_	1
-- through the flow --
step                      util (%)  instance area, sq um  hold slack (ns)  cells
final                         34.5               1140000           113.20  96900
after global routing          34.4               1140000           113.17  96500
after CTS                     34.4               1140000           113.09  95500
after global placement        32.1               1060000           114.67  91200
after floorplan                  -                993000           114.27  46500
after detailed placement      32.1               1060000           114.68  91200
-- cell usage in the layout, fill, tap and decap left out, drive strengths merged, types with 174 or more instances in the layout --
cell type  synthesis  layout
a211oi           206     206
a21oi           1133    1133
a22oi            174     174
a31oi            275     275
buf             1855    3517
clkbuf           995    3141
clkinv             2     982
diode              0    1378
edfxtp         25600   25600
mux2i           4516    4516
mux4            4285    4285
nand2            730     730
nand3            233     233
nor2             930     930
nor3             468     468
o21ai            703     703
o221ai          1592    1592
o22ai           1352    1352
-- cells by family after synthesis --
kind of cell           Yosys count
buffers and inverters         2862
AND/OR/NAND/NOR               3036
multiplexers                  8970
flip-flops                   25600
AND-OR/OR-AND                 6071
-- flip-flops by register name, indices dropped and copies added, names as in the netlist --
signal and flops:
radr 9, ram 25600
-- layout make-up --
type | instances | share of cell area, %
Sequential cell | 25600 | 67.5
Multi-Input combinational cell | 18100 | 18.2
Clock buffer | 3141 | 5.76
Tap cell | 43900 | 4.82
Timing Repair Buffer | 3583 | 2.50
Clock inverter | 1236 | 0.905
Antenna cell | 1378 | 0.303
Inverter | 4 | 0.00373
-- metal layers --
metal / share of wire [%] / GRT usage [%] / vias up
met5: 0.62 / 4.82 / -
li1: - / - / 206000
met3: 22 / 21.8 / 7059
met4: 7.1 / 11.8 / 485
met2: 43 / 29.9 / 39700
met1: 27 / 19.1 / 256000
No activity file was given, so power comes from the tool's default toggle rates.
