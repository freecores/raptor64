===== ./config.mk =====
export PLATFORM = sky130hd
export DESIGN_NAME = Raptor64_BranchHistory
export DESIGN_NICKNAME = Raptor64_BranchHistory
export VERILOG_FILES = /design/flow/design.v
export SDC_FILE = /design/flow/constraint.sdc
export NUM_CORES = 4
export LEC_CHECK = 1
export CORE_UTILIZATION = 40

===== ./constraint.sdc =====
current_design Raptor64_BranchHistory

set clk_period 23.3
set clk_io_pct 0.2

create_clock -name clk0 -period $clk_period [get_ports {clk}]

set non_clock_inputs [all_inputs -no_clocks]
set_input_delay [expr $clk_period * $clk_io_pct] -clock clk0 $non_clock_inputs
set_output_delay [expr $clk_period * $clk_io_pct] -clock clk0 [all_outputs]

===== ./design.v =====
`timescale 1ns / 1ps
module Raptor64_BranchHistory(rst, clk, advanceX, xIR, pc, xpc, takb, predict_taken);
input rst;
input clk;
input advanceX;
input [31:0] xIR;
input [63:0] pc;
input [63:0] xpc;
input takb;
output predict_taken;
integer n;
reg [2:0] gbl_branch_hist;
reg [1:0] branch_history_table [255:0];
initial begin
	for (n = 0; n < 256; n = n + 1)
		branch_history_table[n] = 0;
end
wire [7:0] bht_wa = {xpc[7:2],gbl_branch_hist[2:1]};		 
wire [7:0] bht_ra1 = {xpc[7:2],gbl_branch_hist[2:1]};		 
wire [7:0] bht_ra2 = {pc[7:2],gbl_branch_hist[2:1]};	 
wire [1:0] bht_xbits = branch_history_table[bht_ra1];
wire [1:0] bht_ibits = branch_history_table[bht_ra2];
assign predict_taken = bht_ibits==2'd0 || bht_ibits==2'd1;
wire [6:0] xOpcode = xIR[31:25];
wire isxBranchI = (xOpcode==7'd88 || xOpcode==7'd89 ||
					xOpcode==7'd80 || xOpcode==7'd82 || xOpcode==7'd83 || xOpcode==7'd81 ||
					xOpcode==7'd84 || xOpcode==7'd86 || xOpcode==7'd87 || xOpcode==7'd85)
				;
wire isxBranch = (isxBranchI || xOpcode==7'd17 || xOpcode==7'd18 || xOpcode==7'd94 || xOpcode==7'd95);
reg [1:0] xbits_new;
always @(takb or bht_xbits)
if (takb) begin
	if (bht_xbits != 2'd1)
		xbits_new <= bht_xbits + 2'd1;
	else
		xbits_new <= bht_xbits;
end
else begin
	if (bht_xbits != 2'd2)
		xbits_new <= bht_xbits - 2'd1;
	else
		xbits_new <= bht_xbits;
end
always @(posedge clk)
if (rst)
	gbl_branch_hist <= 3'b000;
else begin
	if (advanceX) begin
		if (isxBranch) begin
			gbl_branch_hist <= {gbl_branch_hist[1:0],takb};
			branch_history_table[bht_wa] <= xbits_new;
		end
	end
end
endmodule

===== ./run.sh =====
#!/bin/bash
# OpenROAD 26Q1-2900-gdf79404cd8, Yosys 0.63+post, stock flow scripts
make -C /OpenROAD-flow-scripts/flow DESIGN_CONFIG=/design/flow/config.mk WORK_HOME=/design/flow/orfs finish

==> out/metrics.cfg <==
[outcome]
status = finished, final reports clean

[floorplanning]
io_pins = 165
fp.dieH_microns = 236
fp-row-count = 85
fp_util_pct = 40.6
chipArea_sq_um = 55700
die_w_microns = 236
core_sq_um = 54000

[final_timing]
setup_violations = 0
tightest_slew_ps = 1010
slew_headroom_pct = 32.6
hold_viol = 0
fin_crit_ps = 12340
rsz0062_at_grt = no
fin_crit_sh_pct = 52.9
drv_slew = 0
finalWorstSetupSlack_ps = 10970
fin_setup_tns_ps = 0
fmax_mhz = 81.1
clock_skew_ps = 15.5

[synth]
synthArstFlopShare_pct = 0
edf_count = 512
postSynthAreaPerCell_sq_um = 16.4
yosysChipArea_sq_um = 21900
ys.flop_type = edfxtp_1
ys_seq_share_pct = 70.4
ys_cells = 1333
ys_ff = 515
netlist_instances = 1333
syn_area_sq_um = 21900
synth_cell_types = 51
ys.warnings.count = 1

[setup_path]
endpoint_kind = output pin
cp_common_cell = mux4_2
crit_arrival_ps = 7680
slowest_stage = mux4_2
rrSetupSlack_ps = 17220
worst-endpoint-required_ps = 18640
criticalPathCategory = input port to output pin
path_max_fanout = 16
r2r_start = gbl_branch_hist[1]$_SDFFE_PP0P_
r2r-end = branch_history_table[217][1]$_DFFE_PP_
max_stage_delay_ps = 630
reg2reg_depth = 11
path_cells = clkdlybuf4s50_1 -> buf_4 -> mux4_2 -> mux4_2 -> mux4_2 -> inv_1 -> clkdlybuf4s50_1
cp-start-kind = input port

[global_routing]
track_usage_pct = 21.6
grt_max_degree = 153
antenna_found_initial = 0
grt_pass1_wl_microns = 81100
grt_overflow = 0
grt_pass1_vias = 13200

[placed_design]
placed_cells = 1999
dp_hpwl_microns = 32800
place_ws_ps = 10970
portBuffers = 23
place_congestion = 0.908

[layout]
final-instance-count-excl-fill = 2083
mostFrequentLayoutCell = edfxtp_1
layout_top_cells = edfxtp_1 (512), nor2_1 (283), mux4_2 (123), mux2i_1 (71), nand2_1 (57)
fillers = 4608
area_delta_synth_final_pct = 11.1
drive_gt1_share_pct = 17.3

[clock_tree]
insertion_delay_ps = 590
cts_setup_buffers = 0
cts_max_level = 2
cts-resized-gates = 0
clock_sinks = 515
clk_pin_slew_ps = 60
cts_buffer_depth = 3
numCtsBuffers = 51
clock_tree.root_cell = clkbuf_16
cts_tree = built
cts-hold-fix-buffers = 0

[drt]
diodes = 0
initialDrtViolationCount = 837
via_per_inst = 5.79
ant_nets = 0
routed_wl_microns = 53500
post-route-drc-count = 0
num_vias = 12100
dr.pass1.iters = 5
wl_per_cell_microns = 25.7

[min_path]
hold_path_class = flop to flop
holdPathEnd = gbl_branch_hist[0]$_SDFFE_PP0P_
min_from = gbl_branch_hist[0]$_SDFFE_PP0P_
worstHoldPathCells = 2

[job]
warning_count = 168
cap_viol_max_count = 0

[power_and_ir_drop]
ir_drop_v = 0.0000497
power_density_nw_per_um2 = 76.6
leakage_uw = 0.00707
p_total_uw = 1870

where the power goes:
part	internal, uW	switching, uW	total (uW)
sequential	1050	0.109	1050
combinational	20.9	70.2	91.1
clock	399	324	723
total	1470	394	1870
layer usage:
layer	global-route usage [%]	wire length (microns)	vias up	share of wire [%]
met1	28.2	18900	6066	35
met4	6.06	1890	2	3.5
met3	13.3	7600	120	14
li1	-	-	5264	-
met5	0.519	35	-	0.065
met2	31.7	25100	613	47
critical path, delay by kind of cell:
family / cells / cell delay [ps]
buf+inv: 4 / 1370
mux: 3 / 1630
final cells by class:
class / count / area (sq um) / area share (%)
Inverter: 5 / 18.8 / 0.0771
Sequential cell: 515 / 15400 / 63.4
Timing Repair Buffer: 64 / 558 / 2.29
Multi-Input combinational cell: 719 / 6040 / 24.8
Clock buffer: 66 / 1330 / 5.47
Tap cell: 696 / 871 / 3.58
Clock inverter: 18 / 87.6 / 0.360
cell usage after synthesis, drive strengths merged, types with 2 or more instances:
master   count  area, sq um
a211oi      17          128
nor2b       19          119
buf         34          215
dfxtp        3         60.1
o311ai       2         17.5
maj3         2         20.0
nor2       283         1060
a41oi        2         17.5
o21ai       16         80.1
edfxtp     512        15400
mux2i       71          711
a22oi       21          158
a21boi       2         15.0
nand4        4         25.0
nand3b       3         22.5
nand3       15         75.1
nor3         5         25.0
mux4       123         2770
clkbuf      60          225
a2111oi      2         17.5
nand2       57          214
a21oi       23          115
mux2        11          124
and2         4         25.0
nor4         2         12.5
or2          2         12.5
a221oi       5         43.8
nand2b       5         31.3
a221o        2         20.0
o221ai       2         17.5
a31oi        4         25.0
inv          5         18.8
per-stage QoR:
| stage | instance area [sq um] | util (%) | hold WS [ps] |
|---|---|---|---|
| finish | 24300 | 45.1 | 486 |
| global route | 24300 | 45.1 | 542 |
| CTS | 24300 | 45.1 | 488 |
| detailed placement | 22900 | 42.4 | 474 |
| global placement | 22900 | 42.4 | 480 |
| floorplan | 21900 | - | 454 |
state kept, by name, summed over array words and instances, names as in the netlist:
| register | flops |
|---|---|
| branch_history_table | 512 |
| gbl_branch_hist | 3 |
worst max path at each step:
stage / slack (ps) / endpoint / depth (start not counted) / startpoint
final: 10970 / predict_taken / 7 / pc[3]
after global routing: 10900 / predict_taken / 7 / pc[3]
after CTS: 10980 / predict_taken / 7 / pc[2]
logic make-up (layout without fill, tap and decap cells):
group / after synthesis / count (layout) / synth area share, %
AOI/OAI and AO/OA: 108 / 108 / 3.38
DFF: 515 / 515 / 70.4
and+or+nand+nor: 404 / 404 / 7.59
adders and majority gates: 2 / 2 / 0.0913
buffers and inverters: 99 / 153 / 2.09
muxes: 205 / 205 / 16.4
Power and IR drop assume default switching activity.
